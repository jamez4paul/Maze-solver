==> design.v <==
`timescale 1ns / 1ps
module maze(
input 				clk,
input[5:0] 			starting_col, starting_row, 		 
input 				maze_in, 							 
output reg [5:0] 	row, col, 							 
output reg			maze_oe,							 
output reg			maze_we, 							 
output reg			done);		 						 
reg [5:0] state = 'd10, next_state;
reg [1:0] directie;  
reg [5:0] poz_row, poz_col;  
reg [5:0] etapa, next_etapa;  
always @(posedge clk) begin
	state <= next_state;
	etapa <= next_etapa;
end
always @(*) begin
	maze_oe = 0;
	maze_we = 0;
	case(state)
		'd10: begin
			directie = 1;
			poz_row = starting_row;
			poz_col = starting_col;
			row = starting_row;
			col = starting_col;
			maze_we = 1;
			next_etapa = 'd21;
			next_state = 'd25;
		end
		'd25: begin
			case(etapa)
				'd21: begin
					case(directie)
						0: begin
							row = poz_row;
							col = poz_col + 1;
						end
						1: begin
							row = poz_row + 1;
							col = poz_col;
						end
						2: begin
							row = poz_row;
							col = poz_col - 1;
						end
						3: begin
							row = poz_row - 1;
							col = poz_col;
						end
					endcase
				end
				'd22: begin
					case(directie)
						0: begin
							row = poz_row - 1;
							col = poz_col;
						end
						1: begin
							row = poz_row;
							col = poz_col + 1;
						end
						2: begin
							row = poz_row + 1;
							col = poz_col;
						end
						3: begin
							row = poz_row;
							col = poz_col - 1;
						end
					endcase
				end
			endcase
			maze_oe = 1;
			next_state = 'd19;
		end
		'd19: next_state = 'd20;
		'd20: begin
			case(etapa)
			'd21: begin
				if(maze_in == 0) begin
					directie = directie + 1;
					maze_we = 1;
					poz_row = row;
					poz_col = col;
					next_etapa = 'd21;
					next_state = 'd25;
				end
				else if(maze_in == 1) begin
						next_etapa = 'd22;
						next_state = 'd25;
					end
				end
			'd22: begin
				if(maze_in == 0) begin
					maze_we = 1;
					poz_row = row;
					poz_col = col;
					next_etapa = 'd21;
					next_state = 'd25;
				end
				else if(maze_in == 1) begin
						directie = directie - 2;
						next_etapa = 'd21;
						next_state = 'd25;
					end
				end
			endcase
			if(poz_row == 63 || poz_row == 0 || poz_col == 63 || poz_col == 0) begin
				row = poz_row;
				col = poz_col;
				done = 1;
				next_state = 'b0;
			end
		end
		'b0: ;
		default: ;
	endcase
end
endmodule
==> run.sh <==
#!/bin/bash
# OpenROAD 26Q1-2900-gdf79404cd8, Yosys 0.63+post, stock flow scripts
make -C /OpenROAD-flow-scripts/flow DESIGN_CONFIG=/design/flow/config.mk WORK_HOME=/design/flow/orfs finish
==> config.mk <==
export PLATFORM = sky130hd
export DESIGN_NAME = maze
export DESIGN_NICKNAME = maze
export VERILOG_FILES = /design/flow/design.v
export SDC_FILE = /design/flow/constraint.sdc
export NUM_CORES = 4
export LEC_CHECK = 1
export CORE_UTILIZATION = 30
==> constraint.sdc <==
current_design maze

set clk_period 4.0
set clk_io_pct 0.2

create_clock -name clk0 -period $clk_period [get_ports {clk}]

set non_clock_inputs [all_inputs -no_clocks]
set_input_delay [expr $clk_period * $clk_io_pct] -clock clk0 $non_clock_inputs
set_output_delay [expr $clk_period * $clk_io_pct] -clock clk0 [all_outputs]
==> run notes <==
The flow run is done. Final routed DRC violation total landed at 0. In the synthesis report, Yosys lists the chip area as 2430 um2. Once detailed placement completed, the half-perimeter wirelength came to 4780 um. Floorplan core area landed at 7770 um2. Met3 global-route usage landed at 2.19%. Synthesis produced 327 cells. Chip height landed at 92.0 um. Period utilization landed at 78.6%. Via count of the first global-routing pass landed at 2,269. Global routing put the most usage on met2. After detailed routing, the average wire length per cell comes to 15.0 um. Count of endpoints without a timing constraint landed at 52. Final hold analysis gives a worst-case slack of 1910 ps.

Overall overflow remaining after global route landed at 0. Highest ir drop seen on vdd landed at 79.7 uV. Fraction of registers with async set/reset landed at 0%. Input and output buffers added on the ports amount to 27. Among all cell types in the netlist, the one instantiated most often is sky130_fd_sc_hd__nand2_1. Entering global routing, the biggest net connects 31 pins. Number of flops mapped to enable cells by yosys landed at 0. Looking at the post-CTS report, the setup buffer insertion count equals 0. Number of register pins that no clock reaches landed at 33. First-pass GRT wire length landed at 10,900 um.

Share of layout cells above drive strength 1 landed at 6.59%. Number of cells in the yosys synthesis report landed at 327. In the synthesized netlist, the cells that appear most often are 41 x sky130_fd_sc_hd__nand2_1, 33 x sky130_fd_sc_hd__dlxtn_1, 28 x sky130_fd_sc_hd__o21ai_0, 24 x sky130_fd_sc_hd__a21oi_1. TritonCTS built the clock tree. OpenROAD warning count landed at 31. The setup path with the least slack is of type in2out. Number of violations of the max-capacitance limit landed at 0. In this run the number of H-tree levels came out at 1. The global routing report lists combined usage of all routing layers as 16.2%.

The main area contributors are sky130_fd_sc_hd__dlxtn_1 20%, sky130_fd_sc_hd__nand2_1 6.3%, sky130_fd_sc_hd__dfxtp_1 5.8%. Final tally of hold violations landed at 0. Per the post-route antenna check, the number of violating nets is 0. Total power normalized to cell area comes to 107 nW/um2.

Checking hold timing, the worst path is listed with class reg2out. Initial antenna violation count landed at 0. Row generation in the floorplan step produced 32 rows.

Per-instance average area after synthesis landed at 7.43 um2. Max-slew check failures listed in the final report amount to 0. Routing usage on met1 landed at 24.1%. Total power landed at 297 uW.

Static leakage power landed at 1.11 nW. Setup repair after global routing left no endpoint under its margin. The tree is rooted in a sky130_fd_sc_hd__clkbuf_8. Between the synthesized netlist and the finished layout, the area growth was recorded as 14.1%. STA classifies the critical path startpoint as an input pin. Sum of routed wire length over all layers landed at 6550 um.

Fill cells in the final layout number 821. For the worst min-delay path, the startpoint reported by OpenROAD is state[0]. Die extent in x landed at 92.0 um.

CTS reports a maximum clock tree buffer depth of 2. The OpenROAD report gives the critical path a required time of 3200 ps.

The most used flip-flop cell after synthesis is sky130_fd_sc_hd__dlxtn_1. Antenna diode count landed at 0. STA classifies the critical path endpoint as a primary output.

Number of instances on the worst hold path landed at 2. At the pin with the least slew margin, the transition time is 874 ps. Starting utilization of the core area landed at 31.3%. Routability congestion estimate landed at 0.943.

After the first detailed-routing iteration, the DRC count stood at 129. Count of pins on the block boundary landed at 29. Critical path arrival landed at 2340 ps. For this run, the number of Yosys warnings is 112. Clock-pin slew on the worst setup and hold paths landed at 40 ps. Total CTS buffers landed at 3. Met2 capacity usage during global routing landed at 25.5%. Using the TritonRoute via totals, the vias-per-cell ratio works out to 5.30. Fmax landed at 0.318 GHz. Share of the synthesized area in the top cell type landed at 20.4%.

First-pass iteration count of the detailed router landed at 4. The path with the worst hold slack has its endpoint at maze_we. Per the timing report, the biggest fanout along the worst path comes to 15. For the final routed database, the setup TNS stands at 0 ps. Endpoints with negative setup slack in the final report add up to 0. In this run the cell area of the synthesized design comes to 2430 um2. In this run, synthesis produced a sequential element count of 40. The detailed router placed 2,312 vias in this run.

Looking at area per cell type in the netlist, the leader is sky130_fd_sc_hd__dlxtn_1. Die outline area landed at 8460 um2. The clock period could shrink to 3140 ps.

The worst-case max-slew headroom was logged as 41.7%. Distinct cell type count of the synthesized netlist landed at 62. The run finished with clean final reports. Count of instances resized after the clock tree is built landed at 0.

Number of buffers added to fix hold violations after cts landed at 0.
-- metrics by stage --
stage	cell area, um2	util [%]	setup WS [ps]	instances
final	2770	35.7	856	436
after global routing	2770	35.7	693	436
after CTS	2770	35.7	849	436
after detailed placement	2730	35.1	883	432
after global placement	2730	35.1	895	432
after floorplan	2430	-	1580	327
-- power breakdown --
part	total (mW)	switching, mW	leakage (nW)	internal, mW
clock	0.0979	0.0291	0.0228	0.0688
sequential	0.108	0.0236	0.325	0.0840
combinational	0.0918	0.0393	0.761	0.0526
total	0.297	0.0919	1.11	0.205
-- critical path: stages --
cell and delay [ps]:
sky130_fd_sc_hd__clkdlybuf4s50_1 640, sky130_fd_sc_hd__nor2_1 240, sky130_fd_sc_hd__a21oi_1 90, sky130_fd_sc_hd__nor2_1 100, sky130_fd_sc_hd__clkdlybuf4s50_1 470
-- layer usage --
layer / wire length, um / up-vias
li1: - / 1198
met1: 3150 / 1042
met2: 2990 / 64
met3: 301 / 8
met4: 104 / 0
met5: 0 / -
-- sequential cells by signal, indices dropped and copies added (netlist names) --
register / count
poz_col: 6
next_etapa: 2
poz_row: 6
state: 5
next_state: 5
row: 6
etapa: 2
col: 6
directie: 2
-- final cells by class --
cell class	instances	area, um2	share of cell area [%]
multi-input combinational	246	1620	58.4
sequential	40	636	22.9
timing repair buffer	30	293	10.6
tap	102	128	4.60
inverter	14	52.6	1.90
clock buffer	4	45.0	1.63
-- worst max-delay path by stage --
| stage | startpoint | end | slack (ps) |
|---|---|---|---|
| after CTS | maze_in | maze_we | 850 |
| after global routing | maze_in | maze_we | 690 |
| final | maze_in | maze_we | 860 |
-- cells by family after synthesis --
group / synth area share [%]
AND-OR/OR-AND: 30.6
XOR/XNOR: 5.05
adder cells (fa/ha/maj): 5.15
buffers and inverters: 7.21
flip-flops: 5.77
latches: 20.4
multiplexers: 2.94
other: 0.154
AND/OR/NAND/NOR: 22.8
-- cells in the final DEF, fill, tap and decap left out, drive strengths merged, types with 5 or more instances in the layout --
cell type      netlist  routed
ha                  10      10
nor2                17      17
mux2i                6       6
a21oi               24      24
dlxtn               33      33
xor2                 6       6
o21ai               29      29
dfxtp                7       7
a221oi              10      10
clkdlybuf4s50        0      27
nor3                 5       5
nand3                7       7
nand2               41      41
a21o                 8       8
inv                 14      14
o211ai               6       6
xnor2                8       8
a221o                5       5
nand2b               6       6
Power and IR drop assume default switching activity.
